### /design/flow/run.sh
#!/bin/bash
# OpenROAD 26Q1-2900-gdf79404cd8, Yosys 0.63+post, stock flow scripts
make -C /OpenROAD-flow-scripts/flow DESIGN_CONFIG=/design/flow/config.mk WORK_HOME=/design/flow/orfs finish
### /design/flow/config.mk
export PLATFORM = sky130hd
export DESIGN_NAME = lc4_regfile
export DESIGN_NICKNAME = lc4_regfile
export VERILOG_FILES = /design/flow/design.v
export SDC_FILE = /design/flow/constraint.sdc
export NUM_CORES = 4
export LEC_CHECK = 1
export CORE_UTILIZATION = 50
### /design/flow/constraint.sdc
current_design lc4_regfile

set clk_period 5.9
set clk_io_pct 0.2

create_clock -name clk0 -period $clk_period [get_ports {clk}]

set non_clock_inputs [all_inputs -no_clocks]
set_input_delay [expr $clk_period * $clk_io_pct] -clock clk0 $non_clock_inputs
set_output_delay [expr $clk_period * $clk_io_pct] -clock clk0 [all_outputs]
### /design/flow/design.v
`timescale 1ns / 1ps
`default_nettype none
module Nbit_reg #(parameter n=1, r=0)
   (input  wire [n-1:0] in,
    output wire [n-1:0] out,
    input  wire         clk,
    input  wire         we,
    input  wire         gwe,
    input  wire         rst
    );
   reg [n-1:0] state;
   assign #(1) out = state;
   always @(posedge clk) 
     begin 
       if (gwe & rst) 
         state = r;
       else if (gwe & we) 
         state = in; 
     end
endmodule
`timescale 1ns / 1ps
`default_nettype none
module lc4_regfile #(parameter n = 16)
   (input  wire         clk,
    input  wire         gwe,
    input  wire         rst,
    input  wire [  2:0] i_rs,       
    output wire [n-1:0] o_rs_data,  
    input  wire [  2:0] i_rt,       
    output wire [n-1:0] o_rt_data,  
    input  wire [  2:0] i_rd,       
    input  wire [n-1:0] i_wdata,    
    input  wire         i_rd_we     
    );
    wire [n-1:0] r0v, r1v, r2v, r3v, r4v, r5v, r6v, r7v;   
    Nbit_reg #(n) r0 (.out(r0v), .in(i_wdata), .we((i_rd == 3'd0) & i_rd_we), .rst(rst), .clk(clk), .gwe(gwe));
    Nbit_reg #(n) r1 (.out(r1v), .in(i_wdata), .we((i_rd == 3'd1) & i_rd_we), .rst(rst), .clk(clk), .gwe(gwe));
    Nbit_reg #(n) r2 (.out(r2v), .in(i_wdata), .we((i_rd == 3'd2) & i_rd_we), .rst(rst), .clk(clk), .gwe(gwe));
    Nbit_reg #(n) r3 (.out(r3v), .in(i_wdata), .we((i_rd == 3'd3) & i_rd_we), .rst(rst), .clk(clk), .gwe(gwe));
    Nbit_reg #(n) r4 (.out(r4v), .in(i_wdata), .we((i_rd == 3'd4) & i_rd_we), .rst(rst), .clk(clk), .gwe(gwe));
    Nbit_reg #(n) r5 (.out(r5v), .in(i_wdata), .we((i_rd == 3'd5) & i_rd_we), .rst(rst), .clk(clk), .gwe(gwe));
    Nbit_reg #(n) r6 (.out(r6v), .in(i_wdata), .we((i_rd == 3'd6) & i_rd_we), .rst(rst), .clk(clk), .gwe(gwe));
    Nbit_reg #(n) r7 (.out(r7v), .in(i_wdata), .we((i_rd == 3'd7) & i_rd_we), .rst(rst), .clk(clk), .gwe(gwe));
    Nbit_mux8to1 #(n) mux1 (i_rs, r0v, r1v, r2v, r3v, r4v, r5v, r6v, r7v, o_rs_data);
    Nbit_mux8to1 #(n) mux2 (i_rt, r0v, r1v, r2v, r3v, r4v, r5v, r6v, r7v, o_rt_data); 
endmodule
module Nbit_mux8to1 #(parameter n=1, r=0)
   (input wire [2:0] i_r,
    input wire [n-1:0] r0v,
    input wire [n-1:0] r1v,
    input wire [n-1:0] r2v,
    input wire [n-1:0] r3v,
    input wire [n-1:0] r4v,
    input wire [n-1:0] r5v,
    input wire [n-1:0] r6v,
    input wire [n-1:0] r7v,
    output wire [n-1:0] o_data  
    );
    assign o_data = (i_r == 3'd0) ? r0v : (i_r == 3'd1) ? r1v : (i_r == 3'd2) ? r2v : (i_r == 3'd3) ? r3v : (i_r == 3'd4) ? r4v : (i_r == 3'd5) ? r5v : (i_r == 3'd6) ? r6v : r7v;
endmodule
==> flow_summary.yaml <==
# implementation run metrics
final_timing:
  fin_tns_setup_ps: 0
  period_needed_ps: 4870
  clock_skew_ps: 0
  rsz0062_at_grt: "false"
  final_hold_viol_count: 0
  slew_viol_final: 0
  setup_viol: 0
  clock.fmax_mhz: 205
  worst_pin_slew_ps: 908
  hold_ws_ps: 455
  period_used_share: 0.825
  maxSlewHeadroom: 0.395
global_route:
  grt_pass1_wl_mm: 33.2
  grt_pass1_vias: 5698
  grt_max_degree: 81
  grt_overflow: 0
  antenna_found_initial: 0
  grt_util_all_layers: 0.316
setup_path:
  startpoint: "i_rt[2]"
  critPathKind: "in -> out"
  path_buffers: 3
  crit_slowest_cell: "clkdlybuf4s50_1"
  cp_top_family: "buffers and inverters"
  endpoint_kind: "output pin"
  ff2ff_path_depth: 2
  max_stage_delay_ps: 490
  r2r_slack_ps: 5210
  critPathArrivalTime_ps: 3690
  path_cells: "clkdlybuf4s50_1, buf_4, a21boi_0, o22ai_1, a221oi_1, a2bb2oi_1, clkdlybuf4s50_1"
  worst_path_most_repeated_cell: "clkdlybuf4s50_1"
  r2r-end: "r4.state[7]"
  cp-start-kind: "primary input"
  r2r-start: "r4.state[7]"
  critPathRequiredTime_ps: 4720
  critPathMaxFanout: 37
yosys:
  top_logic_kind: "AND-OR/OR-AND gates"
  postSynthSeqShare: 0.371
  simple_gate_share: 0.137
  synth_top_area_share: 0.371
  synth_flop_count: 128
  top_cells_by_area: "dfxtp_1 37%, mux2i_1 14%, nand2_1 7.1%"
  synth_chip_area_um2: 6900
  synthCells: 797
  syn-cell-area_um2: 6900
  synth_cell_types: 38
  top_area_cell: "dfxtp_1"
  mux_share: 0.201
  synth-xor-area-share: 0
  ys_cells: 797
  yosysWarningCount: 1
  avgSynthCellArea_um2: 8.66
  synthAdderAreaFrac: 0
  ys_sh_aoi: 0.221
status:
  status: "finished, final reports clean"
detailed_routing:
  vias: 5985
  n_antenna_cell: 0
  drtIter0Drc: 452
  drc_errors: 0
  totalWireLength_mm: 21.3
  vias_per_cell: 5.96
  drt.antenna.violating_nets: 0
  wl_per_cell_um: 21.2
  drtPass1Iterations: 6
layout:
  area_growth_pct: 17.4
  register_area_um2: 2560
  drive_above_1_share: 0.128
  combGateArea_um2: 3860
  num-fill-cells: 1143
die:
  dieHeight_um: 119
  die_area_um2: 14300
  io_pins: 61
  placementRows: 42
  coreArea_um2: 13300
  fp_util: 0.517
  die_w_um: 119
cts:
  htreeDepth: 4
  cts_tree: "yes"
  cts_root_buf: "clkbuf_16"
  cts_setup_buffers: 0
  ctsResizeCount: 0
  cts_buffers: 17
  worstSkewPairLatency_ps: 410
  numClockSinks: 128
  cts.clk_slew.worst_paths_ps: 50
  cts_max_path_buffers: 2
  postCtsHoldBufs: 0
power_and_ir_drop:
  intPower_mw: 1.71
  powerDensity_nw_per_um2: 281
  leakagePower_nw: 3.05
  clkPwrFrac: 0.474
  seqPwrFrac: 0.404
  ir_drop_mv: 0.253
  combPwrFrac: 0.122
  power_switching_mw: 0.566
  swShare: 0.249
worst_hold_path:
  min_path_cells: 2
  min_path_type: "reg -> reg"
  min_from: "r6.state[3]"
  hold_end: "r6.state[3]"
job:
  warning_count: 25
  cap_viol_max_count: 0
place:
  gp_congestion: 0.896
  dp_hpwl_mm: 13.0
  io_buffer_count: 60
power by group through the flow:
stage	combinational (mW)	clock, mW	sequential [mW]
CTS	0.276	1.09	0.920
global route	0.299	1.12	0.924
finish	0.278	1.08	0.921
state kept, by name (all words and copies together), names as in the netlist:
register and flops:
r7.state 16, r1.state 16, r3.state 16, r6.state 16, r2.state 16, r4.state 16
r5.state 16, r0.state 16
worst reg2reg max path, stage by stage, from the launching register on:
cell and delay [ps]:
dfxtp_1 350, mux2i_1 160, nor2_1 60
per-layer routing:
| metal | global-route usage | vias to the layer above | share of wire |
|---|---|---|---|
| li1 | - | 2855 | - |
| met1 | 0.493 | 2879 | 0.46 |
| met2 | 0.455 | 222 | 0.44 |
| met3 | 0.0905 | 29 | 0.084 |
| met4 | 0.0539 | 0 | 0.017 |
| met5 | 0 | - | 0 |
layout make-up:
| cell class | count | area share |
|---|---|---|
| Inverter | 19 | 0.00880 |
| Tap cell | 176 | 0.0272 |
| Sequential cell | 128 | 0.316 |
| Clock inverter | 12 | 0.0198 |
| Clock buffer | 19 | 0.0559 |
| Multi-Input combinational cell | 567 | 0.477 |
| Timing Repair Buffer | 84 | 0.0951 |
stage by stage:
stage	setup slack, ps	instance area, µm²	power (mW)	instances	util
after floorplan	2380	6900	1.11	797	-
after global placement	1080	7490	1.21	974	0.561
after detailed placement	1080	7490	1.21	974	0.561
after CTS	1080	8100	2.28	1005	0.607
after global routing	987	8100	2.35	1005	0.607
final	1030	8100	2.28	1005	0.607
how the worst max path moves through the flow:
stage	slack, ps	to	cells after the start
after CTS	1080	o_rt_data[1]	7
after global routing	990	o_rs_data[1]	6
final	1030	o_rt_data[1]	7
cells by family (layout without fill, tap and decap cells):
family / Yosys count / after routing
AND/OR/NAND/NOR: 220 / 220
multiplexers: 130 / 130
flip-flops: 128 / 128
AND-OR/OR-AND: 217 / 217
buffers and inverters: 102 / 134
placed cells by master, fill, tap and decap left out, types with 27 or more instances in the layout:
cell type        Yosys  final
nor2_1              67     67
a22o_1              27     27
a21oi_1             68     68
mux2_2              29     29
mux2i_1             97     97
clkdlybuf4s50_1      0     58
dfxtp_1            128    128
o21ai_0             30     30
nand2_1            130    130
cell usage after synthesis, drive strengths merged:
cell and n:
nor2 67, or2 4, a21boi 1, nor2b 2, and3b 2, o22a 1
a2bb2oi 3, nand2 132, a21oi 68, mux4 4, a21o 26, nor3 4
a21bo 2, mux2i 97, o2bb2ai 26, o22ai 3, a22o 27, a221oi 4
or3b 1, a221o 26, dfxtp 128, o21ai 30, and2 2, nor3b 3
buf 38, clkbuf 45, inv 19, mux2 29, nand3 2, nand2b 1
Power figures rest on the tool's default switching activity, not on a simulated workload.
