==> design/flow/design.v <==
`timescale 1ns / 1ps
`default_nettype none
module lc4_divider(input  wire [15:0] i_dividend,
                   input  wire [15:0] i_divisor,
                   output wire [15:0] o_remainder,
                   output wire [15:0] o_quotient);
      wire [15:0] divout0;
      wire [15:0] remout0;
      wire [15:0] quoout0;
      wire [15:0] divout1, remout1, quoout1;
      wire [15:0] divout2, remout2, quoout2;
      wire [15:0] divout3, remout3, quoout3;
      wire [15:0] divout4, remout4, quoout4;
      wire [15:0] divout5, remout5, quoout5;
      wire [15:0] divout6, remout6, quoout6;
      wire [15:0] divout7, remout7, quoout7;
      wire [15:0] divout8, remout8, quoout8;    
      wire [15:0] divout9, remout9, quoout9;
      wire [15:0] divout10, remout10, quoout10;
      wire [15:0] divout11, remout11, quoout11;
      wire [15:0] divout12, remout12, quoout12;
      wire [15:0] divout13, remout13, quoout13;
      wire [15:0] divout14, remout14, quoout14;
      wire [15:0] divout15;
      lc4_divider_one_iter d0(.i_dividend(i_dividend), .i_divisor(i_divisor), .i_remainder(16'b0), .i_quotient(16'b0), .o_dividend(divout0), .o_remainder(remout0), .o_quotient(quoout0));
      lc4_divider_one_iter d1(.i_dividend(divout0), .i_divisor(i_divisor), .i_remainder(remout0), .i_quotient(quoout0), .o_dividend(divout1), .o_remainder(remout1), .o_quotient(quoout1));
      lc4_divider_one_iter d2(.i_dividend(divout1), .i_divisor(i_divisor), .i_remainder(remout1), .i_quotient(quoout1), .o_dividend(divout2), .o_remainder(remout2), .o_quotient(quoout2));
      lc4_divider_one_iter d3(.i_dividend(divout2), .i_divisor(i_divisor), .i_remainder(remout2), .i_quotient(quoout2), .o_dividend(divout3), .o_remainder(remout3), .o_quotient(quoout3));
      lc4_divider_one_iter d4(.i_dividend(divout3), .i_divisor(i_divisor), .i_remainder(remout3), .i_quotient(quoout3), .o_dividend(divout4), .o_remainder(remout4), .o_quotient(quoout4));
      lc4_divider_one_iter d5(.i_dividend(divout4), .i_divisor(i_divisor), .i_remainder(remout4), .i_quotient(quoout4), .o_dividend(divout5), .o_remainder(remout5), .o_quotient(quoout5));
      lc4_divider_one_iter d6(.i_dividend(divout5), .i_divisor(i_divisor), .i_remainder(remout5), .i_quotient(quoout5), .o_dividend(divout6), .o_remainder(remout6), .o_quotient(quoout6));
      lc4_divider_one_iter d7(.i_dividend(divout6), .i_divisor(i_divisor), .i_remainder(remout6), .i_quotient(quoout6), .o_dividend(divout7), .o_remainder(remout7), .o_quotient(quoout7));
      lc4_divider_one_iter d8(.i_dividend(divout7), .i_divisor(i_divisor), .i_remainder(remout7), .i_quotient(quoout7), .o_dividend(divout8), .o_remainder(remout8), .o_quotient(quoout8));
      lc4_divider_one_iter d9(.i_dividend(divout8), .i_divisor(i_divisor), .i_remainder(remout8), .i_quotient(quoout8), .o_dividend(divout9), .o_remainder(remout9), .o_quotient(quoout9));
      lc4_divider_one_iter d10(.i_dividend(divout9), .i_divisor(i_divisor), .i_remainder(remout9), .i_quotient(quoout9), .o_dividend(divout10), .o_remainder(remout10), .o_quotient(quoout10));
      lc4_divider_one_iter d11(.i_dividend(divout10), .i_divisor(i_divisor), .i_remainder(remout10), .i_quotient(quoout10), .o_dividend(divout11), .o_remainder(remout11), .o_quotient(quoout11));
      lc4_divider_one_iter d12(.i_dividend(divout11), .i_divisor(i_divisor), .i_remainder(remout11), .i_quotient(quoout11), .o_dividend(divout12), .o_remainder(remout12), .o_quotient(quoout12));
      lc4_divider_one_iter d13(.i_dividend(divout12), .i_divisor(i_divisor), .i_remainder(remout12), .i_quotient(quoout12), .o_dividend(divout13), .o_remainder(remout13), .o_quotient(quoout13));
      lc4_divider_one_iter d14(.i_dividend(divout13), .i_divisor(i_divisor), .i_remainder(remout13), .i_quotient(quoout13), .o_dividend(divout14), .o_remainder(remout14), .o_quotient(quoout14));
      lc4_divider_one_iter d15(.i_dividend(divout14), .i_divisor(i_divisor), .i_remainder(remout14), .i_quotient(quoout14), .o_dividend(divout15), .o_remainder(o_remainder), .o_quotient(o_quotient));
endmodule  
module lc4_divider_one_iter(input  wire [15:0] i_dividend,
                            input  wire [15:0] i_divisor,
                            input  wire [15:0] i_remainder,
                            input  wire [15:0] i_quotient,
                            output wire [15:0] o_dividend,
                            output wire [15:0] o_remainder,
                            output wire [15:0] o_quotient);
    wire [15:0] newrem;
    assign newrem = (i_remainder << 1) | ((i_dividend >> 15) & 16'b1);
    assign o_quotient = (i_divisor == 0) ? 16'b0 : (newrem < i_divisor) ? ((i_quotient << 1) | 16'b0) : ((i_quotient << 1) | 16'b1);
    assign o_remainder = (i_divisor == 0) ? 16'b0 : (newrem < i_divisor) ?  newrem : (newrem - i_divisor);
    assign o_dividend =  i_dividend << 1;
endmodule
==> design/flow/run.sh <==
#!/bin/bash
# OpenROAD 26Q1-2900-gdf79404cd8, Yosys 0.63+post, stock flow scripts
make -C /OpenROAD-flow-scripts/flow DESIGN_CONFIG=/design/flow/config.mk WORK_HOME=/design/flow/orfs finish
==> design/flow/config.mk <==
export PLATFORM = sky130hd
export DESIGN_NAME = lc4_divider
export DESIGN_NICKNAME = lc4_divider
export VERILOG_FILES = /design/flow/design.v
export SDC_FILE = /design/flow/constraint.sdc
export NUM_CORES = 4
export LEC_CHECK = 1
export CORE_UTILIZATION = 30
==> design/flow/constraint.sdc <==
current_design lc4_divider

set clk_period 74.9
set clk_io_pct 0.2

create_clock -name clk0 -period $clk_period

set non_clock_inputs [all_inputs -no_clocks]
set_input_delay [expr $clk_period * $clk_io_pct] -clock clk0 $non_clock_inputs
set_output_delay [expr $clk_period * $clk_io_pct] -clock clk0 [all_outputs]
==> flow_metrics.env <==
# implementation run metrics
export IMPL_status="finished, final reports clean"
export IMPL_synth_seq_share_pct=0
export IMPL_portBuffers=64
export IMPL_yosys_warnings=0
export IMPL_die_w_um=223
export IMPL_overflow=0
export IMPL_min_from="i_dividend[0]"
export IMPL_setup_viol=0
export IMPL_ys_area_sq_um=14600
export IMPL_mi_logic_area_sq_um=13700
export IMPL_avgRoutedWirePerCell_um=17.8
export IMPL_fp_coreArea_sq_um=47800
export IMPL_initCoreUtil_pct=30.5
export IMPL_n_antenna_cell=0
export IMPL_place_congestion=0.994
export IMPL_worstPathArrival_ns=56.18
export IMPL_worst_path_max_delay_cell="a2111oi_1"
export IMPL_slowest_delay_ns=0.65
export IMPL_grtUsageMet3_pct=2.27
export IMPL_io_pins=64
export IMPL_seq_cells=0
export IMPL_slew_headroom_pct=40.5
export IMPL_fin_setup_tns_ns=0
export IMPL_worstSetupEndpointType="output port"
export IMPL_wirelength_um=50700
export IMPL_finalClockPeriodUsage_pct=95.0
export IMPL_ys_types=102
export IMPL_drc=0
export IMPL_num_vias=16232
export IMPL_place_ws_ns=2.81
export IMPL_antenna_found_initial=0
export IMPL_grt_first_pass_wirelength_um=80100
export IMPL_dpl_hpwl_um=39300
export IMPL_drtIter0Drc=1318
export IMPL_hold_class="in -> out"
export IMPL_setup_slack_ns=3.74
export IMPL_holdWs_ns=31.05
export IMPL_crit_fanout=24
export IMPL_yosysTopAreaCell="ha_1"
export IMPL_drv_slew=0
export IMPL_nFillCells=5096
export IMPL_crit_type="in -> out"
export IMPL_start_kind="input pin"
export IMPL_fin_cells=2844
export IMPL_viasPerCell=5.71
export IMPL_synth_cell_area_sq_um=14600
export IMPL_tool_warnings=32
export IMPL_area_growth_pct=9.53
export IMPL_crit_start="i_divisor[0]"
export IMPL_grt_max_degree=59
export IMPL_area_leaders="ha_1 (20%), a21oi_1 (7.5%), nor2_1 (6.8%)"
export IMPL_top_cell_area_share_pct=20.0
export IMPL_nClkBuffers=0
export IMPL_groute_usage_overall_pct=20.3
export IMPL_die_area_sq_um=49600
export IMPL_grt_pass1_vias=14898
export IMPL_tightest_slew_ns=0.885
export IMPL_rows=80
export IMPL_fmax_ghz=0.0141
export IMPL_yosys_cells=2188
export IMPL_finalCriticalPeriod_ns=71.16
export IMPL_fp_dieH_um=223
export IMPL_use_met2_pct=30.9
export IMPL_critPathMostFrequentCell="a21oi_1"
export IMPL_worst_ep_required_time_ns=59.92
export IMPL_drive_gt1_share_pct=5.34
export IMPL_drv_cap=0
export IMPL_netlist_instances=2188
export IMPL_grt_use_met1_pct=30.8
export IMPL_seqCellArea_sq_um=0
export IMPL_syn_area_per_cell_sq_um=6.67
export IMPL_place_inst=2839
export IMPL_finalHoldViolCount=0
export IMPL_drt_first_pass_iters=5
export IMPL_final_antenna_net_count=0
export IMPL_grt_busiest_layer="met2"
-- placed cells by master, fill, tap and decap left out, drive strengths merged, types with 41 or more instances in the layout --
cell type	instances
a21o	64
clkdlybuf4s50	64
o21a	46
nor3	74
xnor2	88
o21ai	163
nor2	267
inv	163
nand2	177
a211oi	47
ha	233
a21oi	219
buf	41
-- cell usage after synthesis, types with 8 or more instances --
master,count
o21ai_0,155
o31ai_1,13
nor2b_1,17
a211oi_1,45
a21oi_1,218
nor3_1,74
o211a_1,9
nand4_1,11
and2_1,25
nor2_1,266
nand3_1,40
a211o_1,11
clkbuf_1,38
nand2_1,175
a22oi_1,10
o22ai_1,11
fa_1,15
nor3b_1,15
xor2_1,38
o211ai_1,21
a21boi_0,38
inv_1,162
buf_2,8
nand2b_1,15
mux2i_1,18
a31oi_1,20
xnor2_1,88
nor4_1,12
or2_2,13
o21a_1,45
or3_1,31
and3_1,22
ha_1,233
a21o_1,64
o22a_1,9
buf_6,11
o21bai_1,21
-- worst max-delay path, delay by kind of cell --
family	cells	cell delay, ns
buffers and inverters	9	2.07
xor gates and xnor gates	2	0.17
muxes	2	0.42
and+or+nand+nor	41	9.72
AOI/OAI and AO/OA	101	23.43
adders and majority gates	17	5.38
-- worst paths after layout --
| kind | depth (start not counted) | slack [ns] | endpoint |
|---|---|---|---|
| setup / recovery | 172 | 3.74 | o_remainder[15] |
| hold / removal | 5 | 31.05 | o_remainder[0] |
-- per-layer routing --
metal,vias up,part of all wire [%]
met5,-,0
met4,0,2.4
met3,68,7.4
met2,607,42
met1,7382,48
li1,8175,-
-- cells by family (layout without fill, tap and decap cells) --
logic type / after synthesis / in the layout / share of synthesized area [%]
multiplexers: 25 / 25 / 1.77
adder cells (fa/ha/maj): 253 / 253 / 22.4
other: 1 / 7 / 0.0257
buffers and inverters: 234 / 269 / 6.80
AND/OR/NAND/NOR: 750 / 750 / 24.6
XOR/XNOR: 126 / 126 / 7.56
AND-OR/OR-AND: 799 / 799 / 36.9
-- cell type report --
type                       instances  area share [%]
inverter                         164            3.85
multi-input combinational       1960            85.4
tap                              615            4.81
timing repair buffer             105            5.93
-- metrics by stage --
stage	util, %	area, sq um
after global routing	33.4	16000
after global placement	33.3	15900
after detailed placement	33.3	15900
after CTS	33.3	15900
after floorplan	-	14600
final	33.4	16000
-- what timing repair did --
action	CTS	global route
hold buffers	0	0
gates resized	0	7
setup buffers	0	5
endpoints found under the setup margin	0	17
